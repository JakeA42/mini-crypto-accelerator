## run.sh

```bash
#!/bin/bash
# OpenROAD 26Q1-2900-gdf79404cd8, Yosys 0.63+post, stock flow scripts
make -C /OpenROAD-flow-scripts/flow DESIGN_CONFIG=/design/flow/config.mk WORK_HOME=/design/flow/orfs finish
```

## config.mk

```make
export PLATFORM = sky130hd
export DESIGN_NAME = shift_rows
export DESIGN_NICKNAME = shift_rows
export VERILOG_FILES = /design/flow/design.v
export SDC_FILE = /design/flow/constraint.sdc
export NUM_CORES = 4
export LEC_CHECK = 1
export CORE_AREA = 10 10 173 173
export DIE_AREA = 0 0 183 183
```

## constraint.sdc

```tcl
current_design shift_rows

set clk_period 1.0
set clk_io_pct 0.2

create_clock -name clk0 -period $clk_period [get_ports {clk_i}]

set non_clock_inputs [all_inputs -no_clocks]
set_input_delay [expr $clk_period * $clk_io_pct] -clock clk0 $non_clock_inputs
set_output_delay [expr $clk_period * $clk_io_pct] -clock clk0 [all_outputs]
```

## design.v

```verilog
`timescale 1ns / 1ps
module shift_rows(
    input clk_i,
    input rst_i,
    input fwd_ninv_i,  
    input [127:0] in_state,
    output logic [127:0] out_state
);
    logic [31:0] row0, row1, row2, row3;
    always_comb begin
        if (fwd_ninv_i) begin
            row0 = in_state[127:96];
            row1 = {in_state[87:80], in_state[79:72], in_state[71:64], in_state[95:88]};
            row2 = {in_state[47:40], in_state[39:32], in_state[63:56], in_state[55:48]};
            row3 = {in_state[7:0], in_state[31:24], in_state[23:16], in_state[15:8]};
        end else begin
            row0 = in_state[127:96];
            row1 = {in_state[71:64], in_state[95:88], in_state[87:80], in_state[79:72]};
            row2 = {in_state[47:40], in_state[39:32], in_state[63:56], in_state[55:48]};
            row3 = {in_state[23:16], in_state[15:8], in_state[7:0], in_state[31:24]};
        end
    end
    always @(posedge clk_i or posedge rst_i) begin
        if (rst_i) begin
            out_state <= 0;
        end else if (fwd_ninv_i) begin
            out_state <= {row0, row1, row2, row3};
        end else begin
            out_state <= {row0, row1, row2, row3};
        end
    end
endmodule
```

==> run summary <==
Tmin final = 1120 ps
Overall Global Routing Usage = 0.0845
count leader, synth = dfrtp_1
Slowest-stage cell, CP = dfrtp_1
remaining global-route overflow = 0
# setup viols final = 128
Yosys top cell by area = dfrtp_1
Clk pin slew, worst setup/hold paths = 60 ps
Final Hold Fails = 0
PnR worst setup slack = -123 ps
die width = 183 um
FFs w/ async S/R, synth = 1.00
YS chip area = 4280 um2
CP startpoint kind = register
largest net degree at the start of global routing = 23
yosys warns = 1
Slew HR = 0.882
RSZ-0062 raised after global routing = true
CTS max path bufs = 2
total power = 13.3 mW
die height = 183 um
register share of total power = 0.420
Synth top area share = 0.748
class of the worst hold path = input pin to async pin
Worst path top cell family by delay = flip-flops
Worst Tran Pin Value = 177 ps
worst-path fanout max = 1
DP Cell Count = 807
EDFF count, synth = 0
WS Path Type = register to output pin
Final Instance Area = 7390 um2
final wirelength = 14,300 um
Comb power frac = 0.115
clock group share of total power = 0.465
CTS Buf Count = 17
cts hold-fix bufs = 0
final core occ = 0.283
Max-cap violations = 0
non-filler cells, final = 839
Psw = 2.99 mW
worst path cell trace = buf_2
worst endpoint data arrival time = 920 ps
Commonest cells post-synth = dfrtp_1 (128), mux2_4 (60), buf_12 (6)
placed cell area = 7440 um2
status = complete, but fails checks
Cell area leaders = dfrtp_1 (75%), mux2_4 (21%), buf_12 (2.8%)
maximum clock frequency = 0.890 GHz
Die Area = 33,500 um2
IO Count = 259
CP endpoint kind = output pin
sw frac = 0.225
Port-buffer cells = 258
vias per cell = 3.29
Synth-to-Final Area Change = 72.5%
number of core rows = 59
Setup Slack @ Placement = -83.6 ps
first-pass GRT wire length = 21,000 um
remaining antenna violation count = 0
yosys stat cell total = 200
main flop type after synthesis = dfrtp_1
Leak Pwr = 3.45 nW
HPWL after DPL = 11,800 um
Cell Type Count = 6
drt drc = 0
Slew Viols, Final = 0
Bufs and invs on worst path = 1
vias in the first global route = 3,097
Inserted Diodes = 0
initial antenna violation count = 0
setup TNS = -8850 ps
largest stage delay on the critical path = 390 ps
registers with the most flip-flops = out_state x128
layout cells sized above 1 = 0.488
OpenROAD warning count = 28
CTS tree = done
Core Footprint = 26,100 um2
crit path DRT = 800 ps
max reg flops = 128
hold_ws = 197 ps
Syn Area/Cell = 21.4 um2
Post-synth regs = 128
failing checks = negative setup slack
maximum VDD drop = 0.861 mV
total clock sinks = 128
H-tree Lvls = 4
pwr/cell area = 1800 nW/um2
Post-Syn Area = 4280 um2
Seq share, synth = 0.748
RePlAce Congestion = 0.786
Synth Instances = 200
Top reg by flops = out_state
DRT iter0 DRCs = 71
root buffer cell = clkbuf_16
fp_density = 0.164
DR vias = 2,757
fin crit share = 1.12
WL/cell = 17.1 um
total internal power = 10.3 mW
TritonRoute pass-1 iters = 4
-- placed cells by master, fill, tap and decap left out --
cell and n:
clkdlybuf4s50_1 129, dfrtp_1 128, buf_2 127, mux2_4 60
clkbuf_16 17, buf_4 12, buf_12 10, mux2_2 4
inv_6 4, clkinvlp_4 3, clkinv_4 3, bufinv_16 2
clkinv_2 2, clkbuf_1 1, inv_8 1, buf_6 1
-- path summary, 6_finish.rpt --
kind,startpoint,endpoint,slack (ps),cells past startpoint
min,rst_i,out_state[48],200,3
max in group asynchronous,rst_i,out_state[15],500,4
max,out_state[72],out_state[72],-120,1
min in group clk0,in_state[123],out_state[123],230,1
-- layer usage --
metal,GRT usage,up-vias,part of all wire
met1,0.102,1326,0.40
li1,-,1255,-
met3,0.0440,7,0.12
met2,0.137,169,0.47
met4,0.00951,0,0.0094
met5,0,-,0
-- power groups by stage --
| stage | logic (mW) | clock network (mW) | registers [mW] |
|---|---|---|---|
| CTS | 1.59 | 6.41 | 5.58 |
| global route | 1.67 | 6.65 | 5.61 |
| finish | 1.52 | 6.16 | 5.58 |
-- cell families (layout without fill, tap and decap cells) --
group,Yosys count,count (layout),share of synthesized area
flops,128,128,0.748
mux,64,64,0.221
buf+inv,8,312,0.0315
-- layout make-up --
type / count / area [um2]
Clock inverter: 14 / 158
Multi-Input combinational cell: 64 / 946
Tap cell: 335 / 419
Timing Repair Buffer: 279 / 2230
Sequential cell: 128 / 3200
Fill cell: 2680 / 18700
Inverter: 1 / 7.51
Clock buffer: 18 / 429
-- timing repair --
| item | CTS | global route |
|---|---|---|
| resized | 419 | 0 |
| hold endpoints to repair | 0 | 0 |
| setup endpoints to repair | 128 | 128 |
| pin swaps | 0 | 0 |
| setup buffers | 0 | 0 |
No activity file was given, so power comes from the tool's default toggle rates.
