`flow/design.v`:
```
module aes_mix_single_column (
	input fwd_ninv_i,
	input logic  [31:0] col_i,
	output logic [31:0] col_o
);
	logic fwd;
	assign fwd = fwd_ninv_i;
	logic [7:0] rows [0:3];
	logic [7:0] bytes_buf [0:3];
	assign rows[3] = col_i[7:0];
	assign rows[2] = col_i[15:8];
	assign rows[1] = col_i[23:16];
	assign rows[0] = col_i[31:24];
	logic [7:0] a_1a, a_1b, a_2, a_3;
	assign a_1a = fwd ? 8'h01 : 8'h09;
	assign a_1b = fwd ? 8'h01 : 8'h0d;
	assign a_2  = fwd ? 8'h02 : 8'h0e;
	assign a_3  = fwd ? 8'h03 : 8'h0b;
    assign col_o = {bytes_buf[0],bytes_buf[1],bytes_buf[2],bytes_buf[3]};
	function [7:0] gmul_2(input [7:0] a);
		gmul_2 = {a[6:0],1'd0} ^ (8'h1b & {8{a[7]}});
	endfunction
	function [7:0] gmul_3(input [7:0] a);
		gmul_3 = gmul_2(a) ^ a;
	endfunction
	function [7:0] gmul_9(input [7:0] a);
		gmul_9 = gmul_2(gmul_2(gmul_2(a))) ^ a;
	endfunction
	function [7:0] gmul_b(input [7:0] a);
		gmul_b = gmul_2(gmul_2(gmul_2(a))) ^ gmul_2(a) ^ a;
	endfunction
	function [7:0] gmul_d(input [7:0] a);
		gmul_d = gmul_2(gmul_2(gmul_2(a))) ^ gmul_2(gmul_2(a)) ^ a;
	endfunction
	function [7:0] gmul_e(input [7:0] a);
		gmul_e = gmul_2(gmul_2(gmul_2(a))) ^ gmul_2(gmul_2(a)) ^ gmul_2(a);
	endfunction
	function [7:0] gmul1a (input [7:0] a);
		gmul1a = fwd ? a : gmul_9(a);
	endfunction
	function [7:0] gmul1b (input [7:0] a);
		gmul1b = fwd ? a : gmul_d(a);
	endfunction
	function [7:0] gmul2 (input [7:0] a);
		gmul2 = fwd ? gmul_2(a) : gmul_e(a);
	endfunction
	function [7:0] gmul3 (input [7:0] a);
		gmul3 = fwd ? gmul_3(a) : gmul_b(a);
	endfunction
	always_comb begin
		bytes_buf[0] = gmul2(rows[0]) ^ gmul3(rows[1]) ^ gmul1b(rows[2]) ^ gmul1a(rows[3]);
		bytes_buf[1] = gmul1a(rows[0]) ^ gmul2(rows[1]) ^ gmul3(rows[2]) ^ gmul1b(rows[3]);
		bytes_buf[2] = gmul1b(rows[0]) ^ gmul1a(rows[1]) ^ gmul2(rows[2]) ^ gmul3(rows[3]);
		bytes_buf[3] = gmul3(rows[0]) ^ gmul1b(rows[1]) ^ gmul1a(rows[2]) ^ gmul2(rows[3]);
	end
endmodule
module mix_columns (
	input clk_i,
	input rst_i,
	input fwd_ninv_i,
	input logic  [127:0] block_i,  
	output logic [127:0] block_o
);
	logic [31:0] col_pre;
	logic [31:0] col_post;
	logic [31:0] icols [0:3];
	logic [31:0] ocols [0:3];
	logic [127:0] block_post;
	assign {block_post[127:120],block_post[95:88],block_post[63:56],block_post[31:24]} = ocols[0];
	assign {block_post[119:112],block_post[87:80],block_post[55:48],block_post[23:16]} = ocols[1];
	assign {block_post[111:104],block_post[79:72],block_post[47:40],block_post[15:8]} = ocols[2];
	assign {block_post[103:96], block_post[71:64],block_post[39:32],block_post[7:0]} = ocols[3];
	always_comb begin
		icols[0] = {block_i[127:120],block_i[95:88],block_i[63:56],block_i[31:24]};
		icols[1] = {block_i[119:112],block_i[87:80],block_i[55:48],block_i[23:16]};
		icols[2] = {block_i[111:104],block_i[79:72],block_i[47:40],block_i[15:8]};
		icols[3] = {block_i[103:96], block_i[71:64],block_i[39:32],block_i[7:0]};
	end
	always_ff @(posedge clk_i) begin
		if (rst_i) begin
			block_o <= '0;
		end else begin
			block_o <= block_post;
		end
	end
	aes_mix_single_column c0 (
		.fwd_ninv_i(fwd_ninv_i),
		.col_i(icols[0]),
		.col_o(ocols[0])
	);
	aes_mix_single_column c1 (
		.fwd_ninv_i(fwd_ninv_i),
		.col_i(icols[1]),
		.col_o(ocols[1])
	);
	aes_mix_single_column c2 (
		.fwd_ninv_i(fwd_ninv_i),
		.col_i(icols[2]),
		.col_o(ocols[2])
	);
	aes_mix_single_column c3 (
		.fwd_ninv_i(fwd_ninv_i),
		.col_i(icols[3]),
		.col_o(ocols[3])
	);
endmodule
```
`flow/run.sh`:
```
#!/bin/bash
# OpenROAD 26Q1-2900-gdf79404cd8, Yosys 0.63+post, stock flow scripts
make -C /OpenROAD-flow-scripts/flow DESIGN_CONFIG=/design/flow/config.mk WORK_HOME=/design/flow/orfs finish
```
`flow/config.mk`:
```
export PLATFORM = sky130hd
export DESIGN_NAME = mix_columns
export DESIGN_NICKNAME = mix_columns
export VERILOG_FILES = /design/flow/design.v
export SDC_FILE = /design/flow/constraint.sdc
export NUM_CORES = 4
export LEC_CHECK = 1
export CORE_UTILIZATION = 30
```
`flow/constraint.sdc`:
```
current_design mix_columns

set clk_period 7.1
set clk_io_pct 0.2

create_clock -name clk0 -period $clk_period [get_ports {clk_i}]

set non_clock_inputs [all_inputs -no_clocks]
set_input_delay [expr $clk_period * $clk_io_pct] -clock clk0 $non_clock_inputs
set_output_delay [expr $clk_period * $clk_io_pct] -clock clk0 [all_outputs]
```
==> flow_summary.toml <==
# physical design summary
[placement]
globalplace.congestion = 0.888
dp_hpwl_um = 26400
place_ws_ns = 2.91
portBuffers = 258

[finish]
final_layout_size_suffix_gt1_share_pct = 3.90
final_common_cell = "sky130_fd_sc_hd__xnor2_1"
n_fill_cell = 3906
final_cell_mix = "sky130_fd_sc_hd__xnor2_1, sky130_fd_sc_hd__clkdlybuf4s50_1, sky130_fd_sc_hd__nor2_1"
largest_register_ff_count = 128
layout_top_registers = "block_o (128)"
fin_util_pct = 39.3
regMostFlops = "block_o"
flow.area_growth_from_synthesis_pct = 28.2

[die]
die_h_um = 204
floorplan.core_util_pct = 30.7
core_um2 = 40000
die.size.x_um = 204
number_of_i_o_pins = 259
chip_area_um2 = 41700
rows = 73

[setup_path]
critPathLaunch = "block_i[31]"
crit_path_drt_ns = 7.49
critical_path_peak_fanout = 9
worst_ep_arrival_time_ns = 4.12
cp-end-kind = "flip-flop"
criticalPathCategory = "in -> reg"
critPathLaunchType = "input port"

[grt]
number_of_global_route_vias_before_repair = 8789
grt_antenna_before_repair = 2
grt_max_degree = 57
track_usage_pct = 17.0
grt_pass1_wl_um = 52500
grt_overflow = 0

[routing]
number_of_drc_markers_in_iteration_0 = 304
route.detailed.drc = 0
dr_total_vias = 8378
antenna-diode-count = 0
routedWlPerCell_um = 17.6
vias_per_cell = 4.33
final_antenna_net_count = 0
detail_route.first_pass.iterations = 4
final_wirelength_um = 34100

[synth]
synth-warning-count = 7
post_synth_num_cell_types = 35
syn-instance-count = 1209
synth_top_area_share_pct = 31.8
synth_sequential_area_ratio_pct = 20.9
yosys-top-cells-area = "sky130_fd_sc_hd__xnor2_1, sky130_fd_sc_hd__dfxtp_1, sky130_fd_sc_hd__xnor3_1"
synth.avg_cell_area_um2 = 10.1
ys_cells = 1209
yosys.area.top_type = "sky130_fd_sc_hd__xnor2_1"
yosys_reg_bits = 128
synth_area_um2 = 12300
synth.yosys.chip_area_um2 = 12300

[clock_tree]
tritoncts = "done"
ctsLongestPathBuffers = 2
clkTransAtPathRegs_ns = 0.06
hold_buffers = 0
cts_made_buffers = 17
clock_tree.htree_level_count = 4
post_cts_resized = 0
clkSinkCount = 128
cts.root.buffer_cell = "sky130_fd_sc_hd__clkbuf_16"
post-cts-setup-buffer-count = 0

[final_timing]
finalHoldWorstSlack_ns = 1.34
tightest_slew_ns = 0.880
finalWorstPathRequiredPeriod_ns = 3.74
fmax_ghz = 0.268
setup_repair_after_global_routing_missed_its_margin = "false"
tns_ns = 0
part_of_the_cycle_the_worst_path_needs_pct = 52.6
setup_violations = 0
final_critical_path_setup_slack_ns = 3.36
slew_headroom_pct = 40.9
report.final.slew_viol_count = 0
hold_violations = 0

[power_and_ir_drop]
sw_frac_of_total_pct = 31.2
power.share.clock_pct = 21.3
seq_power_share_pct = 24.1
power.density_cell_area_nw_per_um2 = 270
totalPowerFinal_mw = 4.25
pwr-share-comb_pct = 54.6
int_pwr_mw = 2.92
vdd.ir_drop.worst_v = 0.000167
leakage_nw = 6.32
total_switching_power_mw = 1.33

[min_path]
path_type_of_the_worst_min_delay_path = "in -> reg"
timing.hold.worst.start = "rst_i"

[run]
stage_log_warnings = 25
maxCapViolCount = 0

[status]
run_status = "finished clean"
==> synth_stat cells (all sizes together) <==
cell    number
xor2       145
or3          7
o21a         3
xnor3      108
buf         37
nor3b        2
or4          1
or2          1
clkbuf      54
nand2b       1
nor2       174
o21ai       18
dfxtp      128
nor3         8
xnor2      455
a21oi       11
nand2       16
mux2i        6
and3         3
and2         6
xor3        12
nand3        2
nor2b       10
clkinv       1
==> area by class of cell <==
class	count	area, µm²	share of cell area [%]
multi-input combinational	989	9300	59.1
clock buffer	18	439	2.79
sequential	128	2560	16.3
inverter	1	3.75	0.0239
clock inverter	11	141	0.899
timing repair buffer	264	2620	16.7
tap	525	657	4.18
==> power by group through the flow <==
| stage | Combinational [mW] | Sequential [mW] | Clock [mW] |
|---|---|---|---|
| 5_1_grt | 2.53 | 1.05 | 0.964 |
| 6_report | 2.32 | 1.03 | 0.905 |
| 4_1_cts | 2.35 | 1.03 | 0.943 |
==> cell families (layout without fill, tap and decap cells) <==
group	after synthesis	after routing	share of synthesized area (%)
and+or+nand+nor	231	231	7.88
muxes	6	6	0.490
DFF	128	128	20.9
AOI/OAI and AO/OA	32	32	1.37
buffers and inverters	92	294	3.25
xor gates and xnor gates	720	720	66.1
==> worst paths after layout <==
| kind | cells after the start | end |
|---|---|---|
| setup / recovery | 7 | block_o[28] |
| hold / removal | 2 | block_o[121] |
==> critical path, stage by stage <==
cell and delay, ns:
sky130_fd_sc_hd__clkdlybuf4s50_1 0.85, sky130_fd_sc_hd__xor2_2 0.35, sky130_fd_sc_hd__xnor3_1 0.51, sky130_fd_sc_hd__xor2_1 0.19, sky130_fd_sc_hd__o21a_1 0.22, sky130_fd_sc_hd__or4_1 0.49, sky130_fd_sc_hd__o21ai_1 0.08
==> metal layers <==
layer	vias to the layer above	track usage (%)	routed length, µm
met2	222	26.2	15400
met1	3993	24.8	16000
met5	-	0	17
li1	4133	-	-
met3	28	4.63	2200
met4	2	2.16	493
==> metrics by stage <==
stage / std cells / cell area (µm²)
floorplan: 1209 / 12300
global placement: 1907 / 15100
detailed placement: 1907 / 15100
CTS: 1936 / 15700
global route: 1936 / 15700
finish: 1936 / 15700
Power and IR drop assume default switching activity.
